<file path="run.sh">
#!/bin/bash
# OpenROAD 26Q1-2900-gdf79404cd8, Yosys 0.63+post, stock flow scripts
make -C /OpenROAD-flow-scripts/flow DESIGN_CONFIG=/design/flow/config.mk WORK_HOME=/design/flow/orfs finish
</file>
<file path="config.mk">
export PLATFORM = sky130hd
export DESIGN_NAME = MipsMain
export DESIGN_NICKNAME = MipsMain
export VERILOG_FILES = /design/flow/design.v
export SDC_FILE = /design/flow/constraint.sdc
export NUM_CORES = 4
export LEC_CHECK = 1
export CORE_UTILIZATION = 40
</file>
<file path="constraint.sdc">
current_design MipsMain

set clk_period 1.4
set clk_io_pct 0.2

create_clock -name clk0 -period $clk_period [get_ports {clk}]

set non_clock_inputs [all_inputs -no_clocks]
set_input_delay [expr $clk_period * $clk_io_pct] -clock clk0 $non_clock_inputs
set_output_delay [expr $clk_period * $clk_io_pct] -clock clk0 [all_outputs]
</file>
<file path="design.v">
`timescale 1ns / 1ps
module ALU(a, b, sel, c, zeroCheck
    );
	 input [19:0]a;
	 input [19:0]b;
	 input [2:0]sel;
	 output reg[19:0]c;
	 output reg zeroCheck;
	 always@(*)
	 begin
		case(sel)
		3'b001 : c = a + b;
		3'b010 : c = a - b;
		3'b011 : c = a * b;
		3'b100 : c = a / b;
		3'b101 : c = a & b;
		3'b110 : c = a | b;
		3'b111 : c = a ^ b;
		endcase
		if (c == 0) 
		begin
			zeroCheck = 1;
		end
	 end
endmodule
`timescale 1ns / 1ps
module AluCont(func, aluop, aluctr
    );
	 input [3:0] func;
	 input [2:0] aluop;
	 output reg [2:0]aluctr;
    always@(*)
	 begin
    if(aluop == 3'b 100)
		aluctr = func[2:0];
    else
		aluctr = aluop;    
	 end
endmodule
`timescale 1ns / 1ps
module DataMemory(
		address, 
		writeData,
		memwrite,
		memread,
		memtoreg,
		clk,
		readData
    );
	 input [19:0] address;
	 input wire [19:0] writeData;
	 input memwrite;
    input memread;
	 input memtoreg;
	 input clk;
	 output reg [19:0] readData;
	 reg [19:0] mem [31:0];
	 integer i;
	 initial begin
		readData <= 20'b0;
		for (i = 0; i < 32; i = i + 1) begin
			mem[i] <= i;
		end
	 end
	 always @ (posedge clk)
	 begin
	 if (memwrite)
	 begin
		mem[address[4:0]] <= writeData;
	 end
	 if (memread)
	 begin
		readData <= mem[address[4:0]];
	 end
	 if (memtoreg == 0)
	 begin
		readData <= address;
	 end
	 end
endmodule
`timescale 1ns / 1ps
module Extend(
		input [7:0] unextended,
		output reg [19:0] extended
    );
	 always @ (*)
	 begin
		extended[19:0] <= { {12{unextended[7]}}, unextended[7:0] };
	 end
endmodule
`timescale 1ns / 1ps
module IFetch(
		pcSrc,
		clk,
		reset,
		extended,
		instruction
    );
	 input pcSrc;
	 input clk;
	 input reset;
	 input [19:0] extended;
	 output wire [19:0] instruction;
	 reg [19:0] pc;
	 reg [19:0] inpc;
	 reg [19:0] adderOut;
	 reg [19:0] extAdderOut;
	 always @ (posedge clk)
	 begin
		if (reset == 1)
		begin
			pc = 20'b0;
		end
		else
		begin
			pc = inpc;
		end
		adderOut = pc + 20'b000000000000000000001;
		extAdderOut = adderOut + extended;
		if (pcSrc == 0) 
		begin
			inpc = adderOut;
		end
		else
		begin
			inpc = extAdderOut;
		end
	 end
	 InstructionMemory insMem1(pc, instruction);
endmodule
`timescale 1ns / 1ps
module InstructionMemory(
		address, inst
    );
	input [19:0] address;
	output reg [19:0] inst;
	reg [19:0] mem [31:0];
	always @ (*)
	begin
	mem[0] = 20'b00000000000000000000;  
   mem[1] = 20'b00000000000000000001;  
   mem[2] = 20'b00000000000000000010;  
   mem[3] = 20'b00000000000000000011;  
   mem[4] = 20'b00000000000000000100;  
   mem[5] = 20'b00000000000000000101; 
   mem[6] = 20'b00000000000000000110;  
   mem[7] = 20'b00000000000000000111;  
   mem[8] = 20'b00000000000000000000;  
   mem[9] = 20'b00000000000000000000;  
   mem[10] = 20'b00000000000000000000;  
   mem[11] = 20'b00000000000000000000;  
   mem[12] = 20'b00000000000000000000;  
   mem[13] = 20'b00000000000000000000;  
   mem[14] = 20'b00000000000000000000;  
   mem[15] = 20'b00000000000000000000;
 	mem[16] = 20'b00001000000110000000;  
   mem[17] = 20'b00000010110010110010;  
   mem[18] = 20'b00001101110001100111;  
   mem[19] = 20'b00001101110111011001;  
   mem[20] = 20'b00001111110110110001;  
   mem[21] = 20'b00001100000001111011; 
   mem[22] = 20'b00000000000000000000;  
   mem[23] = 20'b00000000000000000000;
   mem[24] = 20'b00000000000000000000;  
   mem[25] = 20'b00000000000000000000;  
   mem[26] = 20'b00000000000000000000;  
   mem[27] = 20'b00000000000000000000;  
   mem[28] = 20'b00000000000000000000;  
   mem[29] = 20'b00000000000000000000;  
   mem[30] = 20'b00000000000000000000;  
   mem[31] = 20'b00000000000000000000; 
	inst = mem[address[4:0]];
	end
endmodule
`timescale 1ns / 1ps
module MUX(
		input [19:0] a,
		input [19:0] b,
		input sel,
		output reg [19:0] x
    );
	always @ (*)
	begin
		if (sel == 0)
			x = a;
		else
			x = b;
	end
endmodule
`timescale 1ns / 1ps
module MipsMain(
		clk,
		reset,
		writedata
    );
	 input clk;
	 input reset;
	 output wire [19:0] writedata;
	 wire pcSrc;
	 wire [19:0] extended;
	 wire [19:0] instruction;
	 IFetch ifetch1(pcSrc, clk, reset, extended, instruction);
	 wire [3:0] opcode; 
	 wire RegWrite; 
	 wire RegDst;
    wire AluSrc; 
	 wire MemToReg;
	 wire MemWrite;
	 wire MemRead;
	 wire branch;
	 wire extOp; 
	 wire [2:0] AluOp;
	 contUnit controlunit1(instruction[19:16], RegWrite, RegDst, AluSrc, MemToReg, MemWrite, MemRead, branch, extOp, AluOp);
	 wire [3:0] regaddress;
	 wire [19:0] reg1out;
	 wire [19:0] reg2out;
	 RegisterFile registerfile1(instruction[15:12], instruction[11:8], regaddress, RegWrite, writedata, clk, reg1out, reg2out);
	 wire [2:0]aluctr;
	 AluCont alucontrol1(instruction[3:0], AluOp, aluctr);
	 wire [19:0] zeroExtended;
	 wire [19:0] signExtended;
	 ZeroExtend zeroExtend1(instruction[7:0], zeroExtended);
	 Extend extend1(instruction[7:0], signExtended);
	 MUX mux1(zeroExtended, signExtended, extOp, extended);
	 wire [19:0] b;
	 MUX mux2(reg2out, extended, AluSrc, b);
	 wire [19:0] result;
	 wire zeroCheck;
	 ALU alu1(reg1out, b, aluctr, result, zeroCheck);
	 DataMemory dataMemory1(result, reg2out, MemWrite, MemRead, MemToReg, clk, writedata);
endmodule
`timescale 1ns / 1ps
module RegisterFile(
		reg1,
		reg2,
		regaddress,
		regwrite,
		writedata,
		clk,
		reg1out,
		reg2out
    );
	 input [3:0] reg1;
	 input [3:0] reg2;
	 input [3:0] regaddress;
	 input regwrite;
	 input [19:0] writedata;
	 input clk;
	 output reg [19:0] reg1out;
	 output reg [19:0] reg2out;
	 reg [19:0] register [15:0];
	 integer i;
	 initial begin
	 for (i = 0; i < 16; i = i + 1) begin
		register[i] = 20'b0;
	 end
	 end
	 always @ (posedge clk)
	 begin
		if (regwrite) begin
			register[regaddress] = writedata;
		end
		reg1out = register[reg1];
		reg2out = register[reg2];
	 end
endmodule
`timescale 1ns / 1ps
module ZeroExtend(
		input [7:0] unextended,
		output reg [19:0] extended
    );
		always @ (*)
		begin
			extended[7:0] <= unextended[7:0];
			extended[19:8] <= 12'b0;
		end
endmodule
`timescale 1ns / 1ps
module contUnit(opcode, RegWrite, RegDst, AluSrc, MemToReg, MemWrite, MemRead, branch, extOp, AluOp
    );
		input [3:0]opcode;
		output reg RegWrite;
		output reg RegDst;
		output reg AluSrc;
		output reg MemToReg;
		output reg MemWrite;
		output reg MemRead;
		output reg branch;
		output reg extOp;
		output reg [2:0]AluOp;
		always@(*)
		begin
			case(opcode)
			4'b0000:     
			begin
				RegWrite = 1;
				RegDst = 1;
				AluSrc = 0;
				MemToReg = 0;
				MemWrite = 0;
				MemRead = 0;
				branch = 0;
				extOp = 0;
				AluOp = 3'b100;
			end
			4'b0001:    
			begin
				RegWrite = 1;
				RegDst = 0;
				AluSrc = 1;
				MemToReg = 1;
				MemWrite = 0;
				MemRead = 1;
				branch = 0;
				extOp = 1;
				AluOp = 3'b001;
			end
			4'b0010:    
			begin
				RegWrite = 0;
				RegDst = 0;
				AluSrc = 1;
				MemToReg = 0;
				MemWrite = 1;
				MemRead = 0;
				branch = 0;
				extOp = 1;
				AluOp = 3'b001;
			end
			4'b0011:    
			begin
				RegWrite = 0;
				RegDst = 0;
				AluSrc = 0;
				MemToReg = 0;
				MemWrite = 0;
				MemRead = 0;
				branch = 1;
				extOp = 0;
				AluOp = 3'b010;
			end
			endcase
		end
endmodule
</file>
==> results.toml <==
# flow metrics
[floorplan]
die.size.y_um = 236
design.core.area_mm2 = 0.0539
io_pins = 22
rows = 85
initial_utilization = 0.405
die_w_um = 236
die-area_mm2 = 0.0555

[yosys]
synth_flop_count = 92
synthArstFlopShare = 0
top_cells_by_count = "ha_1, nand2_1, nor2_1"
netlist_instances = 2825
synth_area_mm2 = 0.0218
yosysWarnings = 17
synth_chip_area_mm2 = 0.0218
synth.avg_cell_area_um2 = 7.73
edf_count = 0
yosysCellCount = 2825
top_area_cell = "ha_1"
synth-main-ff-cell = "dfxtp_1"
yosysMostFrequentCell = "ha_1"
synth_cell_type_count = 94
top_cells_by_area = "ha_1, fa_1, dfxtp_1, xnor2_1, nand2_1"
yosysTopAreaCellShare = 0.199

[detailed_routing]
vias = 20700
first_pass_iters = 6
viasPerCell = 5.86
drc_errors = 0
wirelength_um = 75300
wl_per_cell_um = 21.3
antenna_left = 0
drt_iter0_drc = 1302
route.antenna.diode_count = 0

[sta]
finalSetupTns_ns = 0
tightest_slew_ns = 1.01
unclocked_pins = 20
holdWs_ns = 0.357
hold_viol = 0
rsz0062_at_grt = "false"
clock-skew-final_ns = 0.0432
post-route-min-period_ns = 1.33
fmax_ghz = 0.753
finalCritPeriodShare = 0.949
untimed_endpoints = 40
slew_violations = 0
relSlewSlack = 0.329
setup_viol = 0

[worst_setup_path]
arrival_ns = 1.59
worstSetupStartpoint = "ifetch1.inpc[1]"
worstRegToRegCells = 5
crit-reg2reg-capture = "ifetch1.insMem1.inst[0]"
endpoint = "ifetch1.insMem1.inst[0]"
crit_type = "reg2reg"
reg2reg_from = "ifetch1.inpc[1]"
startpoint_type = "flip-flop"
worstSetupEndpointType = "flip-flop"
critPathRequiredTime_ns = 1.67
critPathMaxFanout = 4
ff2ff_setup_slack_ns = 0.07

[clock_tree]
cts_made_buffers = 9
clk_latency_ns = 0.42
htree_levels = 3
cts_tree = "yes"
path_clk_slew_ns = 0.06
cts_root_buf = "clkbuf_16"
cts_hold_buf = 0
ctsLongestPathBuffers = 2

[final_layout]
finalInstanceArea_mm2 = 0.0234
comb_area_mm2 = 0.0187
drive_above_1_share = 0.0776
seq_area_mm2 = 0.00177
nFillCells = 5221
final_util = 0.434
area_growth_pct = 7.23

[placement]
place_area_mm2 = 0.0230
gp_congestion = 0.981
numPortBuffers = 21
dp_hpwl_um = 58900

[grt]
grt_max_degree = 32
antenna_found_initial = 2
grt_pass1_vias = 19800
track_usage = 0.281
overflow = 0
grt_pass1_wl_um = 117000

[flow_run]
max_cap_violations = 0
warning_count = 54

[outcome]
status = "finished clean"

[min_path]
worst_hold_path_type = "reg2reg"
[routing by layer]
layer / wire length, µm / part of all wire / GRT usage
met4: 2150 / 0.029 / 0.0650
met5: 0 / 0 / 0
met2: 32600 / 0.43 / 0.422
met3: 6340 / 0.084 / 0.0727
met1: 34200 / 0.45 / 0.408
[repair_timing]
action | in CTS | in global routing
setup endpoints to repair | 25 | 1
resized | 44 | 1
buffers inserted | 11 | 0
endpoints found under the hold margin | 0 | 0
[cell families (layout without fill, tap and decap cells)]
| group | Yosys count | count (layout) | synth area share |
|---|---|---|---|
| flops | 72 | 72 | 0.0660 |
| simple gates | 911 | 911 | 0.194 |
| latches | 20 | 20 | 0.0138 |
| xor+xnor | 200 | 200 | 0.0802 |
| fa+ha+maj | 486 | 486 | 0.326 |
| buf+inv | 379 | 390 | 0.0668 |
| compound gates | 689 | 689 | 0.218 |
| mux | 68 | 68 | 0.0361 |
[stage by stage]
step	setup WS (ns)	cells
final	0.0712	3532
after global routing	0.00343	3532
after CTS	0.0636	3532
after detailed placement	-0.550	3506
after global placement	-0.553	3506
after floorplan	0.0186	2825
[cell type report]
| type | instances | share of cell area |
|---|---|---|
| clock buffers | 9 | 0.00962 |
| clock inverters | 6 | 0.00198 |
| inverters | 271 | 0.0434 |
| multi-input cells | 2354 | 0.798 |
| flip-flops and latches | 92 | 0.0755 |
| well taps | 696 | 0.0372 |
| repair buffers | 104 | 0.0345 |
[critical path: stages (launching register included)]
cell      delay (ns)
dfxtp_1         0.37
nand2b_4        0.08
inv_1           0.07
ha_1            0.23
and3_1          0.18
or2_2           0.29
[layout by cell type, fill, tap and decap left out, types with 30 or more instances in the layout]
cell and count:
a21o_1 68, xnor2_1 132, ha_1 348, inv_1 270, dfxtp_1 52, xor2_1 68, a31oi_1 32, mux2_2 40
a21oi_1 165, nand3_1 60, nor2b_1 30, nor2_1 279, o21ai_0 109, o21a_1 53, nor3_1 74, nand2_1 289
o211ai_1 30, fa_1 138, buf_4 83, and2_1 38
[flip-flops by register name (all words and copies together), names as in the netlist]
signal and flops:
alu1.c 20, dataMemory1.readData 20, registerfile1.reg1out 20, registerfile1.reg2out 20, ifetch1.insMem1.inst 7, ifetch1.inpc 5
[how the worst min path moves through the flow]
| stage | startpoint | endpoint | slack (ns) | depth (start not counted) |
|---|---|---|---|---|
| finish | dataMemory1.readData[2] | registerfile1.reg2out[2] | 0.36 | 0 |
| global route | dataMemory1.readData[14] | registerfile1.reg2out[14] | 0.37 | 0 |
| CTS | dataMemory1.readData[3] | registerfile1.reg2out[3] | 0.36 | 0 |
