[/design/flow/run.sh]
#!/bin/bash
# OpenROAD 26Q1-2900-gdf79404cd8, Yosys 0.63+post, stock flow scripts
make -C /OpenROAD-flow-scripts/flow DESIGN_CONFIG=/design/flow/config.mk WORK_HOME=/design/flow/orfs finish
[/design/flow/design.v]
`timescale 1ns / 1ps
module PC(
		input [19:0] inpc,
		input clk,
		input reset,
		output reg [19:0] pc
    );
	always @ (posedge clk)
	begin
		if (reset == 1)
		begin
			pc = 20'b0;
		end
		else
		begin
			pc = inpc;
		end
	end
endmodule
[/design/flow/constraint.sdc]
current_design PC

set clk_period 1.0
set clk_io_pct 0.2

create_clock -name clk0 -period $clk_period [get_ports {clk}]

set non_clock_inputs [all_inputs -no_clocks]
set_input_delay [expr $clk_period * $clk_io_pct] -clock clk0 $non_clock_inputs
set_output_delay [expr $clk_period * $clk_io_pct] -clock clk0 [all_outputs]
[/design/flow/config.mk]
export PLATFORM = sky130hd
export DESIGN_NAME = PC
export DESIGN_NICKNAME = PC
export VERILOG_FILES = /design/flow/design.v
export SDC_FILE = /design/flow/constraint.sdc
export NUM_CORES = 4
export LEC_CHECK = 1
export CORE_AREA = 10 10 83 83
export DIE_AREA = 0 0 93 93
==> notes.md <==
flow finished, numbers: status completed, Final ANT Viol Nets 0, final setup fails 0, max reg flops 20, Fmax 1040 MHz, CTS H-tree lvls 1, startpoint types flip-flop, Slew Limit Headroom between 90 and 100%, Clock power frac a little under a third, logic gate share of total power 13.7%, DP Worst Slack -85.94 ps, mean routed wirelength per cell 10.48 um, post-synthesis cell area 618.1 um2, Post-Synthesis Cells 42, Ports 42, worst endpoint required time 800 ps, Initial Util about 12%, Placed Cells 152, initial antenna violation count 0, CP Class reg2out, clk root buf clkbuf_8, pwr/cell area about 1300 nW/um2, setup ws final a little under 40 ps, Remaining DRCs 0, YS chip area 618.1 um2, Final Non-Filler Cells 155, placed instance area about 1100 um2, worst-margin pin slew 150.0 ps, sequential fraction of the synthesis area 64.78%, Hold WS 508.9 ps, Core Box Area slightly above 5000 um2, RSZ-0062 raised after global routing false, Synth cell types 4, Starting DRT DRC Count 2, ratio of cells with drive above 1 in the final layout 36.47%, Slew Limit Fails 0, Post-Route WL around 1600 um, Finished Cell Area 1161 um2, Final Power 1542 uW, critical path cell sequence dlygate4sd2_1, Yosys reg bits 20, full die area a little under 9000 um2, vias in the first global route 438, Gate Area approximately 200 um2, Hold Violations, Final 0, gr ovfl total 0, Yosys Warn Count 1, Core Rows 26, CTS Buf Count 3, Tightest Hold Check Type in2reg, Post-Syn Area per Cell 14.72 um2, fillcell total approximately 580, Pre-antenna DRT Iters 2, register area 409.1 um2, ANT cells 0, P_int 1272 uW, Placer Congestion a little under 0.8, number of cells in Yosys stat 42, gr usage total 3.750%, delay-heaviest family, CP flip-flops, Worst path max stage delay 290 ps, most frequent cells in the layout clkdlybuf4s50_1 (21), clkdlybuf4s15_1 (18), nor2b_2 (16), dfxtp_1 (13), dfxtp_2 (7), MaxCap Viol Count 0, Post-CTS Setup Repair Bufs 0, CTS tree done, Switching Fraction 17.51%, Bufs and invs on worst path 1, Worst-path clk slew around 60 ps, Seq pwr share between 50% and 60%, largest net degree at the start of global routing 21, first-pass GRT wire length 2456 um, Die H 93 um, P_leak 0.0004579 uW, Layout area overhead 87.85%, worst-path fanout max 1, CTS sink count 20, Sw Pwr 269.9 uW, Via Count 410, I/O Buffers slightly above 40, tool warnings 26, CTS max path bufs 2, peak supply drop 430.7 uV, Worst Setup End Kind output pin, CP arrival ~760 ps, cycle use final 96.14%, crit path max-delay cell type dfxtp_1, vias per cell 2.645, chip width 93 um, Commonest Layout Cell clkdlybuf4s50_1, crit path time final 961.4 ps
## kinds of logic (layout without fill, tap and decap cells)
family	Yosys count	after routing	share of synthesized area (%)
flops	20	20	64.78
simple gates	20	20	31.58
buf+inv	2	45	3.643
## metal layers
layer / global-route usage (%) / wire [um] / vias up
li1: - / - / 211
met1: 3.655 / 614 / 166
met2: 5.783 / 683 / 33
met3: 3.796 / 327 / 0
met4: 0.2571 / 0 / 0
met5: 0 / 0 / -
## stage by stage
step	setup TNS (ps)	utilization [%]
final	0	22.59
after global routing	0	22.59
after detailed placement	-1609	21.67
after global placement	-1482	21.67
after floorplan	0	-
after CTS	-6.072	22.05
## synthesized netlist by cell type (all sizes together)
library cell / number / share of area, %
dfxtp: 20 / 65
nor2b: 20 / 32
buf: 2 / 3.6
## power groups by stage
stage         clock network (uW)  logic (uW)  registers [uW]
CTS                          497         212             850
global route                 530         230             857
finish                       477         212             853
## layout make-up
class / count / area share, %
Clock buffer: 3 / 3.556
Multi-Input combinational cell: 20 / 16.81
Sequential cell: 20 / 35.24
Tap cell: 70 / 7.543
Timing Repair Buffer: 42 / 36.85
## worst paths after layout
check                 slack, ps     end  cells after the start     start
worst max-delay path         40  pc[17]                      1    pc[17]
worst min-delay path        510  pc[15]                      2  inpc[15]
## timing repair
action | 4_1_cts | 5_1_grt
resized | 23 | 22
hold endpoints to repair | 0 | 0
endpoints found under the setup margin | 20 | 16
gates cloned | 0 | 0
hold buffers | 0 | 0
Power figures rest on the tool's default switching activity, not on a simulated workload.
