**./config.mk**
```make
export PLATFORM = sky130hd
export DESIGN_NAME = Adder
export DESIGN_NICKNAME = Adder
export VERILOG_FILES = /design/flow/design.v
export SDC_FILE = /design/flow/constraint.sdc
export NUM_CORES = 4
export LEC_CHECK = 1
export CORE_AREA = 10 10 76 76
export DIE_AREA = 0 0 86 86
```
**./run.sh**
```bash
#!/bin/bash
# OpenROAD 26Q1-2900-gdf79404cd8, Yosys 0.63+post, stock flow scripts
make -C /OpenROAD-flow-scripts/flow DESIGN_CONFIG=/design/flow/config.mk WORK_HOME=/design/flow/orfs finish
```
**./constraint.sdc**
```tcl
current_design Adder

set clk_period 11.2
set clk_io_pct 0.2

create_clock -name clk0 -period $clk_period

set non_clock_inputs [all_inputs -no_clocks]
set_input_delay [expr $clk_period * $clk_io_pct] -clock clk0 $non_clock_inputs
set_output_delay [expr $clk_period * $clk_io_pct] -clock clk0 [all_outputs]
```
**./design.v**
```verilog
`timescale 1ns / 1ps
module Adder(
		input [19:0] a,
		input [19:0] b,
		output reg [19:0] c
    );
	 always@(*)
	 begin
	 c = a + b;
	 end
endmodule
```
==> flow_summary.json <==
{
  "die_x_microns": 86,
  "synth.area.top_cells": "ha_1, a21oi_1, xnor2_1, a21o_1, xor2_1",
  "post-cts-setup-buffers": 0,
  "crit_chain": "clkdlybuf4s50_1 > ha_1 > fa_1 > a211oi_1 > o21ai_1 > and2_4 > a311oi_2 > xnor2_1 > clkdlybuf4s50_1",
  "drive_gt1_share_pct": 3.17,
  "synth_top_area_share_pct": 23.8,
  "final_area_sq_um": 1650,
  "grt_start_max_net_pins": 11,
  "io_pins": 60,
  "grtUsageTotal_pct": 7.91,
  "yosysWarnings": 1,
  "period_used_pct": 63.4,
  "synth_cell_types": 38,
  "clkbuf_count": 0,
  "min_path_type": "input pin to output pin",
  "netlist_area_sq_um": 1000,
  "fp-utilization_pct": 24.3,
  "wl_per_cell_microns": 13.2,
  "arrival_ns": 4.86,
  "register_area_sq_um": 0,
  "dieArea_sq_um": 7400,
  "grt_first_pass_wirelength_microns": 5110,
  "numPortBuffers": 60,
  "cts_resized": 0,
  "fin_ws_ns": 4.10,
  "cp_data_required_time_ns": 8.96,
  "cp_slowest_stage_delay_ns": 0.49,
  "syn_to_final_growth_pct": 65.0,
  "tightest_slew_ns": 0.413,
  "synth.avg_cell_area_sq_um": 7.58,
  "cp-start-kind": "input pin",
  "ys_cells": 132,
  "placed_cell_area_sq_um": 1650,
  "vdd_drop_max_mv": 0.0249,
  "synth_chip_area_sq_um": 1000,
  "p_leak_nw": 0.681,
  "finalWirelength_microns": 3160,
  "cpMostUsedCell": "clkdlybuf4s50_1",
  "period_minus_slack_ns": 7.10,
  "gp_congestion": 0.790,
  "maxCapViolations": 0,
  "drv_slew": 0,
  "status": "complete, no violations",
  "timing.setup.tns_ns": 0,
  "grt_antenna_before_repair": 0,
  "place_ws_ns": 4.10,
  "flops": 0,
  "top_cells_by_count": "a21oi_1, ha_1, nand2_1",
  "grt_pass1_vias": 1136,
  "cts_hold_buffers": 0,
  "cpMaxStageDelayCell": "clkdlybuf4s50_1",
  "synth_area_leader_cell": "ha_1",
  "critPathCaptureType": "output pin",
  "ys_seq_share_pct": 0,
  "power_density_nw_per_um2": 60.8,
  "tool_warnings": 32,
  "fp-row-count": 23,
  "n_antenna_cell": 0,
  "via_count": 1164,
  "worstPathMaxFanout": 3,
  "grt_overflow": 0,
  "critPathKind": "input pin to output pin",
  "ant_nets": 0,
  "dr.pass1.iters": 4,
  "die_h_microns": 86,
  "setup_viol": 0,
  "relSlewSlack_pct": 72.5,
  "hold_viol": 0,
  "hold_slack_ns": 5.51,
  "grt_setup_unrepaired": "false",
  "coreArea_sq_um": 4120,
  "fmax_mhz": 141,
  "viasPerCell": 4.87,
  "dp_hpwl_microns": 2810,
  "postSynthCellCount": 132,
  "drc": 0,
  "drtIter0Drc": 14
}
## metrics by stage
stage,cells,utilization [%],total power [mW]
5_1_grt,239,40.1,0.112
6_report,239,40.1,0.100
2_1_floorplan,132,-,0.0478
3_5_place_dp,239,40.1,0.102
3_3_place_gp,239,40.1,0.102
4_1_cts,239,40.1,0.103
## worst max-delay path, delay by kind of cell
kind / cells / cell delay, ns
AOI/OAI and AO/OA: 3 / 0.74
buffers and inverters: 2 / 0.89
xor gates and xnor gates: 1 / 0.14
adders and majority gates: 2 / 0.66
and+or+nand+nor: 1 / 0.18
## cell type report
cell class / instances / area [sq um]
Multi-Input combinational cell: 127 / 981
Tap cell: 50 / 62.6
Fill cell: 427 / 2460
Timing Repair Buffer: 60 / 601
Inverter: 2 / 7.51
## worst paths after layout
kind,cells after the start,start,to
worst min-delay path,3,b[0],c[0]
worst max-delay path,9,a[0],c[12]
## power breakdown
part / internal [mW] / switching (mW) / total [mW]
logic: 0.0620 / 0.0385 / 0.100
clock network: 0 / 0 / 0
registers: 0 / 0 / 0
## routing by layer
| metal | wire, microns | vias up | global-route usage, % |
|---|---|---|---|
| met1 | 1610 | 492 | 11.3 |
| met3 | 238 | 0 | 2.10 |
| li1 | - | 633 | - |
| met5 | 0 | - | 0 |
| met2 | 1310 | 39 | 12.3 |
| met4 | 0 | 0 | 0 |
## placed cells by master (no fill, tap or decap), types with 2 or more instances in the layout
master and n:
a211oi_1 3, a21o_1 7, a21oi_1 19, and3_1 4, clkdlybuf4s50_1 60, ha_1 19, inv_1 2, nand2_1 12
nand3_1 6, nand4_1 4, nor2_1 3, o211ai_1 2, o21ai_0 6, o21ai_1 3, o21bai_1 3, o311a_1 2
xnor2_1 9, xor2_1 6
## cells by family (layout without fill, tap and decap cells)
group | count (synthesis) | count (layout) | synth area share (%)
xor gates and xnor gates | 15 | 15 | 13.1
AOI/OAI and AO/OA | 56 | 56 | 40.4
and+or+nand+nor | 36 | 36 | 18.8
adders and majority gates | 20 | 20 | 25.8
buffers and inverters | 5 | 62 | 2.00
No activity file was given, so power comes from the tool's default toggle rates.
